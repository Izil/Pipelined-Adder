$ cat ./run.sh
#!/bin/bash
# OpenROAD 26Q1-2900-gdf79404cd8, Yosys 0.63+post, stock flow scripts
make -C /OpenROAD-flow-scripts/flow DESIGN_CONFIG=/design/flow/config.mk WORK_HOME=/design/flow/orfs finish
$ cat ./config.mk
export PLATFORM = sky130hd
export DESIGN_NAME = pipeLinedAdder16Bit
export DESIGN_NICKNAME = pipeLinedAdder16Bit
export VERILOG_FILES = /design/flow/design.v
export SDC_FILE = /design/flow/constraint.sdc
export NUM_CORES = 4
export LEC_CHECK = 1
export CORE_UTILIZATION = 30
$ cat ./constraint.sdc
current_design pipeLinedAdder16Bit

set clk_period 2.6
set clk_io_pct 0.2

create_clock -name clk0 -period $clk_period [get_ports {clk}]

set non_clock_inputs [all_inputs -no_clocks]
set_input_delay [expr $clk_period * $clk_io_pct] -clock clk0 $non_clock_inputs
set_output_delay [expr $clk_period * $clk_io_pct] -clock clk0 [all_outputs]
$ cat ./design.v
`timescale 1ns / 1ps
module fullAdder(x,y,cIn,sum,cOut);
	input x,y,cIn;
	output sum,cOut;
	wire sum,cOut;
	assign sum = x^y^cIn;
	assign cOut = ((x&y)|(x&cIn)|(y&cIn));
endmodule
`timescale 1ns / 1ps
module pipeLinedAdder16Bit(clk,a,b,cIn,sum,cOut);
input [15:0]a;
input [15:0]b;
input cIn;
input clk;
output wire cOut;
output wire [15:0]sum;
reg [7:0] irbHigh;
reg [7:0] irbLow;
reg [7:0] iraHigh;
reg [7:0] iraLow;
reg irc;
reg [7:0] prSum;
reg prc;
reg [7:0]praHigh;
reg [7:0]prbHigh;
reg [7:0]orSumLow;
reg [7:0]orSumHigh;
reg orcOut;
wire w_irc;
wire [7:0]w_al;
wire [7:0]w_bl;
wire [7:0]w_prSum;
wire w_prcOut;
wire [7:0]w_orSumHigh;
wire w_orcOut;
initial
begin
	irbHigh = 0;
	irbLow = 0;
	iraHigh = 0;
	iraLow = 0;
	irc = 0;
	prSum = 0;
	prc = 0;
	praHigh = 0;
	prbHigh = 0;
	orSumHigh = 0;
	orSumLow = 0;
	orcOut = 0;
end
assign w_irc = irc;
assign w_al = iraLow;
assign w_bl = irbLow;
assign sum[15:8] = orSumHigh;
assign sum[7:0] = orSumLow;
assign cOut = orcOut;
rippleCarry8Bit u1(w_al,w_bl,w_irc,w_prSum,w_prcOut);
rippleCarry8Bit u2(praHigh,prbHigh,prc,w_orSumHigh,w_orcOut);
always@(posedge clk)
begin
	irbHigh <= b[15:8];
	irbLow <= b[7:0];
	iraHigh <= a[15:8];
	iraLow <= a[7:0];
	irc <= cIn;
	prbHigh <= irbHigh;
	praHigh <= iraHigh;
	prSum <= w_prSum;
	prc <= w_prcOut;
	orSumLow <= prSum;
	orSumHigh <= w_orSumHigh;
	orcOut <= w_orcOut;
end	
endmodule
`timescale 1ns / 1ps
module rippleCarry8Bit(a,b,cIn,sum,cOut);
input [7:0]a;
input [7:0]b;
input cIn;
output [7:0]sum;
output cOut;
wire [6:0]carries;
fullAdder a0(a[0],b[0],cIn,sum[0],carries[0]);
fullAdder a1(a[1],b[1],carries[0],sum[1],carries[1]);
fullAdder a2(a[2],b[2],carries[1],sum[2],carries[2]);
fullAdder a3(a[3],b[3],carries[2],sum[3],carries[3]);
fullAdder a4(a[4],b[4],carries[3],sum[4],carries[4]);
fullAdder a5(a[5],b[5],carries[4],sum[5],carries[5]);
fullAdder a6(a[6],b[6],carries[5],sum[6],carries[6]);
fullAdder a7(a[7],b[7],carries[6],sum[7],cOut);
endmodule
==> results.sh <==
# source this file to load flow results
export IMPL_cts_buffers=9
export IMPL_cp_slowest_stage_delay_ps=370
export IMPL_avgViaCountPerCell=3.45
export IMPL_wl_per_cell_um=8.88
export IMPL_finalCritPeriodShare=1.22
export IMPL_layout_setup_ws_ps=-564
export IMPL_holdCritStartpoint="prSum[5]"
export IMPL_final_area_um2=2710
export IMPL_arrival_ps=3440
export IMPL_totalWireLength_mm=2.24
export IMPL_cp_slowest_cell="fa_1"
export IMPL_clockRootBuffer="clkbuf_8"
export IMPL_worstRegToRegCells=12
export IMPL_holdBufCountCts=0
export IMPL_p_per_area_nw_per_um2=850
export IMPL_ys_types=3
export IMPL_warnings=28
export IMPL_cp_required_ps=2880
export IMPL_simple_gate_share=0
export IMPL_cts_setup_buffers=0
export IMPL_fp_util=0.315
export IMPL_setup_worst_path_class="reg2reg"
export IMPL_drcViolationCount=0
export IMPL_cts_path_max_buffers=2
export IMPL_ys_sh_xor=0
export IMPL_synth_area_per_cell_um2=17.1
export IMPL_antenna_found_initial=0
export IMPL_dp_hpwl_mm=1.67
export IMPL_cts_tree="yes"
export IMPL_netlist_instances=111
export IMPL_final_hold_violation_count=0
export IMPL_cp_max_fo=1
export IMPL_synth_area_um2=1900
export IMPL_track_usage=0.0807
export IMPL_p_leak_nw=1.14
export IMPL_final_layout_size_suffix_gt1_frac=0.175
export IMPL_rsz0062_at_grt="yes"
export IMPL_vdd_drop_max_mv=0.610
export IMPL_worstMarginPinSlew_ps=103
export IMPL_finalSetupViolCount=6
export IMPL_port_buffers=50
export IMPL_hold_path_end="orSumLow[5]"
export IMPL_worstSkewPairLatency_ps=330
export IMPL_cp_cell_sequence="inv_1, fa_1, inv_1, fa_2, fa_2, fa_2, fa_2, fa_2, fa_2, inv_2, fa_1, inv_1"
export IMPL_lay_top_count="dfxtp_1"
export IMPL_fmax_ghz=0.316
export IMPL_drtIter0Drc=18
export IMPL_hold_path_cell_count=0
export IMPL_ys_cells=111
export IMPL_grt_first_pass_wirelength_mm=3.74
export IMPL_cts_max_level=3
export IMPL_violations="negative setup slack"
export IMPL_fp_row_count=28
export IMPL_syn_to_final_growth_pct=43.1
export IMPL_endpoint_kind="flip-flop"
export IMPL_cp_top_family="adder cells"
export IMPL_path_buffers=4
export IMPL_worstReg2RegStart="iraLow[0]"
export IMPL_die_area_um2=6640
export IMPL_synth_seq_share=0.792
export IMPL_fin_worst_skew_ps=6.34
export IMPL_max_cap_violations=0
export IMPL_first_global_vias=895
export IMPL_fin_crit_ps=3160
export IMPL_hold_path_class="reg2reg"
export IMPL_place_gp_congestion=0.689
export IMPL_status="complete, but fails checks"
export IMPL_grt_max_degree=12
export IMPL_dr_pass1_iters=4
export IMPL_n_antenna_cell=0
export IMPL_rrSetupSlack_ps=-560
export IMPL_compound_area_frac=0
export IMPL_ioPinCount=51
export IMPL_placed_cell_area_um2=2520
export IMPL_critPathMostFrequentCell="fa_2"
export IMPL_finalMaxSlewViolations=0
export IMPL_slew_headroom=0.931
export IMPL_clock_sinks=75
export IMPL_ys_sh_mux=0
export IMPL_timing_rr_end="prSum[7]"
export IMPL_drtAntennaViolNets=0
export IMPL_dp_slack_ps=-581
export IMPL_dieWidth_um=81.5
export IMPL_ys_seq_elements=75
export IMPL_cp_depth=12
export IMPL_fp_dieH_um=81.5
export IMPL_yosys_stat_area_um2=1900
export IMPL_logic_family="adder cells"
export IMPL_lay_top_cells="dfxtp_1, clkdlybuf4s50_1, inv_1, clkbuf_8, fa_2"
export IMPL_via_count=869
export IMPL_synth_warnings=1
export IMPL_clkTransAtPathRegs_ps=70
export IMPL_core_area_um2=6030
export IMPL_overflow=0
export IMPL_start_kind="flip-flop"
export IMPL_fa_ha_area_frac=0.169
-- how the worst max path moves through the flow --
stage         startpoint  slack, ps       end
CTS            iraLow[0]       -590  prSum[7]
global route         irc       -670  prSum[7]
finish         iraLow[0]       -560  prSum[7]
-- cell usage after synthesis (all sizes together) --
cell | count | area share
dfxtp | 75 | 0.79
inv | 20 | 0.040
fa | 16 | 0.17
-- sequential cells by signal, summed over array words and instances, names as in the netlist --
signal / count
irbHigh: 8
prSum: 8
iraLow: 8
praHigh: 8
prbHigh: 8
orSumLow: 8
orcOut: 1
iraHigh: 8
irc: 1
irbLow: 8
orSumHigh: 8
prc: 1
-- cell families after synthesis --
family	count (synthesis)
adder cells (fa/ha/maj)	16
flip-flops	75
buffers and inverters	20
-- final cells by class --
cell class | instances | area [µm²]
Tap cell | 75 | 93.8
Fill cell | 526 | 3310
Clock inverter | 1 | 5.00
Sequential cell | 75 | 1500
Multi-Input combinational cell | 16 | 350
Clock buffer | 15 | 186
Inverter | 20 | 75.1
Timing Repair Buffer | 50 | 500
-- stage by stage --
step	setup TNS [ps]	util	hold slack [ps]	total power, mW	cells
final	-2370	0.450	324	2.31	252
after global routing	-2990	0.450	325	2.44	252
after CTS	-2520	0.450	327	2.35	252
after detailed placement	-2500	0.418	312	1.53	236
after global placement	-2440	0.418	311	1.53	236
after floorplan	-2030	-	310	1.36	111
-- layer usage --
layer  part of all wire  global-route usage
met1               0.42              0.0987
met2               0.46               0.124
met3               0.11              0.0530
met4              0.018              0.0107
met5                  0                   0
-- what timing repair did --
action / 4_1_cts / 5_1_grt
endpoints found under the setup margin: 6 / 7
hold endpoints to repair: 0 / 0
resized: 1 / 2
-- worst reg2reg max path: stages (launching register included) --
cell and delay [ps]:
dfxtp_1 300, inv_1 60, fa_1 160, inv_1 50
fa_2 330, fa_2 350, fa_2 340, fa_2 340
fa_2 350, fa_2 340, inv_2 70, fa_1 370
inv_1 50
-- where the power goes --
group          internal, mW  total, mW  switching [mW]  leakage, nW
combinational         0.152      0.192          0.0402        0.405
clock                 0.450      0.807           0.356       0.0997
sequential             1.27       1.31          0.0373        0.633
total                  1.87       2.31           0.434         1.14
Power and IR drop assume default switching activity.
