$ cat design.v
`timescale 1ns / 1ps
module adder16Bit(a,b,cIn,sum,cOut);
input [15:0]a;
input [15:0]b;
input cIn;
output [15:0]sum;
output cOut;
wire carry;
rippleCarry8Bit a1(a[7:0],b[7:0],cIn,sum[7:0],carry);
rippleCarry8Bit a2(a[15:8],b[15:8],carry,sum[15:8],cOut);
endmodule
`timescale 1ns / 1ps
module fullAdder(x,y,cIn,sum,cOut);
	input x,y,cIn;
	output sum,cOut;
	wire sum,cOut;
	assign sum = x^y^cIn;
	assign cOut = ((x&y)|(x&cIn)|(y&cIn));
endmodule
`timescale 1ns / 1ps
module rippleCarry8Bit(a,b,cIn,sum,cOut);
input [7:0]a;
input [7:0]b;
input cIn;
output [7:0]sum;
output cOut;
wire [6:0]carries;
fullAdder a0(a[0],b[0],cIn,sum[0],carries[0]);
fullAdder a1(a[1],b[1],carries[0],sum[1],carries[1]);
fullAdder a2(a[2],b[2],carries[1],sum[2],carries[2]);
fullAdder a3(a[3],b[3],carries[2],sum[3],carries[3]);
fullAdder a4(a[4],b[4],carries[3],sum[4],carries[4]);
fullAdder a5(a[5],b[5],carries[4],sum[5],carries[5]);
fullAdder a6(a[6],b[6],carries[5],sum[6],carries[6]);
fullAdder a7(a[7],b[7],carries[6],sum[7],cOut);
endmodule
$ cat run.sh
#!/bin/bash
# OpenROAD 26Q1-2900-gdf79404cd8, Yosys 0.63+post, stock flow scripts
make -C /OpenROAD-flow-scripts/flow DESIGN_CONFIG=/design/flow/config.mk WORK_HOME=/design/flow/orfs finish
$ cat config.mk
export PLATFORM = sky130hd
export DESIGN_NAME = adder16Bit
export DESIGN_NICKNAME = adder16Bit
export VERILOG_FILES = /design/flow/design.v
export SDC_FILE = /design/flow/constraint.sdc
export NUM_CORES = 4
export LEC_CHECK = 1
export CORE_AREA = 10 10 73 73
export DIE_AREA = 0 0 83 83
$ cat constraint.sdc
current_design adder16Bit

set clk_period 10.4
set clk_io_pct 0.2

create_clock -name clk0 -period $clk_period

set non_clock_inputs [all_inputs -no_clocks]
set_input_delay [expr $clk_period * $clk_io_pct] -clock clk0 $non_clock_inputs
set_output_delay [expr $clk_period * $clk_io_pct] -clock clk0 [all_outputs]
==> Changelog: implementation <==
### Implementation results

- Final design instance area without fill: 951 um2
- CP max FO: 1
- Library cells used by synthesis: 3
- Area growth syn-to-layout: 99.0%
- CP arrival: 8.05 ns
- Via/cell ratio: 3.13
- Clock share of power: 0%
- Cells after Synth: 42
- Hold-fix buffers, CTS: 0
- Post-DP HPWL: 1.54 mm
- Tool warning count: 33
- Congestion Overflow GR: 0
- Die H: 83 um
- Post-synthesis sequential area ratio: 0%
- Drt pass-1 iters: 2
- Top Layout Cells: clkdlybuf4s50_1, fa_2, inv_1, dlygate4sd2_1, inv_2
- Final worst path period share: 97.4%
- Sw power: 0.0000146 W
- Post-DP Area: 918 um2
- Dpl ws: -0.895 ns
- Critical path launch point type: primary input
- Chip area: 6890 um2
- FMAX: 0.0988 GHz
- Vias in the first global route: 482
- Share of cells above drive strength 1: 32.9%
- Final Slew Violations: 0
- Leak Pwr: 0.357 nW
- Synthesis Warnings: 0
- Via count: 388
- FP Util: 12.8%
- Wire length per cell: 12.6 um
- CP Capture Type: output pin
- GPL Wtd Cong: 0.924
- Power share of the sequential group: 0%
- Starting DRT DRC Count: 5
- Combinational share of power: 100.0%
- Net switching share of the total power: 28.0%
- Critical setup path kind: in2out
- Pwr/cell area: 55.0 nW/um2
- Fin util: 25.4%
- Core Footprint: 3740 um2
- Clkbuf count: 0
- Top cells by area: fa_1, buf_4, inv_1
- Max Cap Viol: 0
- Fin Setup TNS: 0 ns
- Register area: 0 um2
- Largest net degree at the start of global routing: 2
- Final Hold Vio Count: 0
- Fill cells: 402
- Post-Syn Area: 478 um2
- CP required: 8.32 ns
- Ports: 50
- HP Class: in2out
- Drt drc: 0
- Initial antenna violation count: 0
- Site Rows: 22
- Worst-Margin Slew: 0.119 ns
- Flop count: 0
- Final worst path period need: 10.13 ns
- Slew HR: 92.1%
- Post-route ant nets: 0
- Int Power: 0.0000377 W
- Worst Hold Depth: 5
- # diodes: 0
- First-pass GRT wire length: 2.49 mm
- Area leader share: 67.0%
- Status: finished, final reports clean
- Worst VDD drop: 0.0177 mV
- Port bufs: 50
- Total GRT Usage: 4.39%
- YS chip area: 478 um2
- Routed WL: 1.56 mm
- Yosys stat cell total: 42
- Syn Area/Cell: 11.4 um2
- # setup viols final: 0
- Worst setup margin: 0.275 ns
- Die W: 83 um
- RSZ-0062 raised after global routing: false
- Area leader, netlist: fa_1
- Most used logic cell in the final layout: clkdlybuf4s50_1
## metal layers
layer,vias to the layer above,part of all wire [%],global-route usage [%]
li1,168,-,-
met1,168,39,5.10
met2,52,30,4.96
met3,0,31,5.81
met4,0,0,0
met5,-,0,0
## cells by family (layout without fill, tap and decap cells)
family | Yosys count | in the layout | synth area share [%]
buf+inv | 26 | 60 | 33.0
fa+ha+maj | 16 | 16 | 67.0
## final timing paths
kind,startpoint,to
worst max-delay path,a[0],sum[15]
worst min-delay path,cIn,sum[0]
## worst max-delay path, cell delays in order
cell and delay (ns):
buf_6 0.09, inv_4 0.04, fa_2 0.19, inv_2 0.04, fa_2 0.35, fa_2 0.36, fa_2 0.35, fa_2 0.35
fa_2 0.35, fa_2 0.36, fa_2 0.35, fa_2 0.36, fa_2 0.34, fa_2 0.35, fa_2 0.37, fa_2 0.36
fa_2 0.36, fa_2 0.36, inv_2 0.07, fa_2 0.42, inv_1 0.06, buf_2 0.09
## power groups by stage
stage | logic, W | registers (W) | clock network (W)
after CTS | 0.0000549 | 0 | 0
after global routing | 0.0000597 | 0 | 0
final | 0.0000523 | 0 | 0
## area by class of cell
cell class,count,area [um2],share of cell area (%)
timing repair buffer,50,488,51.3
tap,48,60.1,6.32
inverter,10,42.5,4.47
multi-input combinational,16,360,37.9
## stage by stage
step           instances   power, W  hold slack, ns
2_1_floorplan         42  0.0000252            4.38
4_1_cts              124  0.0000549            4.91
3_3_place_gp         124  0.0000528            5.22
3_5_place_dp         124  0.0000529            5.22
6_report             124  0.0000523            4.90
5_1_grt              124  0.0000597            4.93
## Yosys cell counts
library cell / number
buf_4: 16
fa_1: 16
inv_1: 10
## timing repair
action                     4_1_cts  5_1_grt
setup endpoints to repair        4        2
gates resized                   41        0
pin swaps                       16        8
setup buffers                    0        0
Power is estimated from default activity; no workload was simulated.
